===== design/flow/config.mk =====
export PLATFORM = sky130hd
export DESIGN_NAME = Traffic_Light_Controller
export DESIGN_NICKNAME = Traffic_Light_Controller
export VERILOG_FILES = /design/flow/design.v
export SDC_FILE = /design/flow/constraint.sdc
export NUM_CORES = 4
export LEC_CHECK = 1
export CORE_AREA = 10 10 70 70
export DIE_AREA = 0 0 80 80

===== design/flow/constraint.sdc =====
current_design Traffic_Light_Controller

set clk_period 2.1
set clk_io_pct 0.2

create_clock -name clk0 -period $clk_period [get_ports {clk}]

set non_clock_inputs [all_inputs -no_clocks]
set_input_delay [expr $clk_period * $clk_io_pct] -clock clk0 $non_clock_inputs
set_output_delay [expr $clk_period * $clk_io_pct] -clock clk0 [all_outputs]

===== design/flow/design.v =====
`timescale 1ns / 1ps
module Traffic_Light_Controller(
    input clk,rst,
    output reg [2:0]light_1,
    output reg [2:0]light_S,
    output reg [2:0]light_MT,
    output reg [2:0]light_M2
    );
    parameter  S1=0, S2=1, S3 =2, S4=3, S5=4,S6=5;
    reg [3:0]count;
    reg[2:0] ps;
    parameter  sec7=7,sec5=5,sec2=2,sec3=3;
    always@(posedge clk or posedge rst)
        begin
        if(rst==1)
        begin
        ps<=S1;
        count<=0;
        end
        else
            case(ps)
                S1: if(count<sec7)
                        begin
                        ps<=S1;
                        count<=count+1;
                        end
                    else
                        begin
                        ps<=S2;
                        count<=0;
                        end
                S2: if(count<sec2)
                        begin
                        ps<=S2;
                        count<=count+1;
                        end
                    else
                        begin
                        ps<=S3;
                        count<=0;
                        end
                S3: if(count<sec5)
                        begin
                        ps<=S3;
                        count<=count+1;
                        end
                    else
                        begin
                        ps<=S4;
                        count<=0;
                        end
                S4:if(count<sec2)
                        begin
                        ps<=S4;
                        count<=count+1;
                        end
                    else
                        begin
                        ps<=S5;
                        count<=0;
                        end
                S5:if(count<sec3)
                        begin
                        ps<=S5;
                        count<=count+1;
                        end
                    else
                        begin
                        ps<=S6;
                        count<=0;
                        end
                S6:if(count<sec2)
                        begin
                        ps<=S6;
                        count<=count+1;
                        end
                    else
                        begin
                        ps<=S1;
                        count<=0;
                        end
                default: ps<=S1;
                endcase
            end   
            always@(ps)    
            begin
                case(ps)
                    S1:
                    begin
                       light_M1<=3'b001;
                       light_M2<=3'b001;
                       light_MT<=3'b100;
                       light_S<=3'b100;
                    end
                    S2:
                    begin 
                       light_M1<=3'b001;
                       light_M2<=3'b010;
                       light_MT<=3'b100;
                       light_S<=3'b100;
                    end
                    S3:
                    begin
                       light_M1<=3'b001;
                       light_M2<=3'b100;
                       light_MT<=3'b001;
                       light_S<=3'b100;
                    end
                    S4:
                    begin
                       light_M1<=3'b010;
                       light_M2<=3'b100;
                       light_MT<=3'b010;
                       light_S<=3'b100;
                    end
                    S5:
                    begin
                       light_M1<=3'b100;
                       light_M2<=3'b100;
                       light_MT<=3'b100;
                       light_S<=3'b001;
                    end
                    S6:
                    begin 
                       light_M1<=3'b100;
                       light_M2<=3'b100;
                       light_MT<=3'b100;
                       light_S<=3'b010;
                    end
                    default:
                    begin 
                       light_M1<=3'b000;
                       light_M2<=3'b000;
                       light_MT<=3'b000;
                       light_S<=3'b000;
                    end
                    endcase
            end                
endmodule

===== design/flow/run.sh =====
#!/bin/bash
# OpenROAD 26Q1-2900-gdf79404cd8, Yosys 0.63+post, stock flow scripts
make -C /OpenROAD-flow-scripts/flow DESIGN_CONFIG=/design/flow/config.mk WORK_HOME=/design/flow/orfs finish

==> report_table.html <==
<h2>Synthesis and place &amp; route</h2>
<table>
<tr><th>Metric</th><th>Value</th></tr>
<tr><th colspan="2">Final layout</th></tr>
<tr><td>Post-layout util</td><td>23.8%</td></tr>
<tr><td>Most frequently placed logic cell in the final layout</td><td>buf_4</td></tr>
<tr><td>Layout cells sized above 1</td><td>between 20% and 30%</td></tr>
<tr><td>Count of filler cells inserted in the layout</td><td>approximately 370</td></tr>
<tr><td>Area grow syn2layout</td><td>31.6%</td></tr>
<tr><td>Top Layout Cells</td><td>buf_4, clkdlybuf4s50_1, inv_1, nand2_1, dfrtp_1</td></tr>
<tr><td>Sequential cell area</td><td>approximately 260 um^2</td></tr>
<tr><td>Multi-input gate area in the final layout</td><td>283 um^2</td></tr>
<tr><th colspan="2">Run</th></tr>
<tr><td>Warning total across the stage logs</td><td>27</td></tr>
<tr><td>Max_cap viols</td><td>0</td></tr>
<tr><th colspan="2">Clocking</th></tr>
<tr><td>Clk slew on worst S/H paths</td><td>approximately 0.06 ns</td></tr>
<tr><td>Clock latency on the worst-skew pair</td><td>around 0.26 ns</td></tr>
<tr><td>Maximum count of clock buffers along a single path</td><td>2</td></tr>
<tr><td>Number of H-tree branching levels</td><td>1</td></tr>
<tr><td>CTS buffer count</td><td>3</td></tr>
<tr><td>CTS root buf</td><td>clkbuf_4</td></tr>
<tr><td>TritonCTS clock tree</td><td>yes</td></tr>
<tr><td>Clk sink count</td><td>10</td></tr>
<tr><td>Post-cts hold-fix buffer tally</td><td>0</td></tr>
<tr><th colspan="2">Critical path</th></tr>
<tr><td>Critical setup path kind</td><td>reg -&gt; out</td></tr>
<tr><td>Worst setup startpoint</td><td>ps[3]</td></tr>
<tr><td>Capturing point of the worst reg2reg path</td><td>count[0]</td></tr>
<tr><td>Slowest stage cell, crit path</td><td>or4_1</td></tr>
<tr><td>Maximum fanout along the worst path</td><td>3</td></tr>
<tr><td>Worst Path Required</td><td>around 1.7 ns</td></tr>
<tr><td>CP cell instances</td><td>buf_4, or4_1, dlymetal6s2s_1</td></tr>
<tr><td>Worst EP arrival</td><td>1.45 ns</td></tr>
<tr><td>Reg-to-reg critical path startpoint</td><td>ps[2]</td></tr>
<tr><td>Kind of launch point of the worst setup path</td><td>flop</td></tr>
<tr><td>CP Capture Point</td><td>light_MT[2]</td></tr>
<tr><td>Worst setup slack for register-to-register paths</td><td>approximately 0.23 ns</td></tr>
<tr><td>Max stage delay on crit path</td><td>roughly 0.50 ns</td></tr>
<tr><td>CP endpoint kind</td><td>primary output</td></tr>
<tr><td>Path depth of the worst reg2reg path</td><td>6</td></tr>
<tr><th colspan="2">Global route</th></tr>
<tr><td>Wire length of the first global-routing pass</td><td>2.33 mm</td></tr>
<tr><td>Vias in the first global route</td><td>approximately 500</td></tr>
<tr><td>Pin count of the biggest net entering global routing</td><td>11</td></tr>
<tr><td>Global route overflow</td><td>0</td></tr>
<tr><td>Total global-route track usage</td><td>under 10%</td></tr>
<tr><td>Antenna violations before repair</td><td>0</td></tr>
<tr><th colspan="2">Outcome</th></tr>
<tr><td>Status</td><td>finished clean</td></tr>
<tr><th colspan="2">Synth</th></tr>
<tr><td>Netlist Area Pre-Place</td><td>around 620 um^2</td></tr>
<tr><td>YS chip area</td><td>a little over 600 um^2</td></tr>
<tr><td>Cell count after synthesis</td><td>about 70</td></tr>
<tr><td>Sequential share of the synthesized area</td><td>around two fifths</td></tr>
<tr><td>Mean instance size in the synthesized netlist</td><td>a little under 9 um^2</td></tr>
<tr><td>Count of flip-flops with a built-in enable after synthesis</td><td>0</td></tr>
<tr><td>Yosys synthesis warning count</td><td>12</td></tr>
<tr><td>Share of flip-flops with an asynchronous set or reset after synthesis</td><td>about 100%</td></tr>
<tr><td>Commonest flop</td><td>dfrtp_1</td></tr>
<tr><td>Distinct cell type count after synthesis</td><td>26</td></tr>
<tr><td>Number of register bits inferred by synthesis</td><td>10</td></tr>
<tr><td>Number of cell instances after yosys synthesis</td><td>70</td></tr>
<tr><th colspan="2">Power and ir drop</th></tr>
<tr><td>Relative contribution of the clock network to total power</td><td>about 40%</td></tr>
<tr><td>Total leakage power</td><td>about 0.42 nW</td></tr>
<tr><td>Net switching share of the total power</td><td>between 20% and 30%</td></tr>
<tr><td>Peak ir drop on the vdd network</td><td>about 130 uV</td></tr>
<tr><td>Internal power of the cells</td><td>between 0.2 and 0.3 mW</td></tr>
<tr><td>Sequential group share of total power</td><td>a little under three fifths</td></tr>
<tr><td>Comb pwr share</td><td>under 10%</td></tr>
<tr><td>Net switching component of the power</td><td>slightly below 0.07 mW</td></tr>
<tr><td>Power per unit of standard cell area</td><td>a little over 400 nW/um^2</td></tr>
<tr><th colspan="2">Timing</th></tr>
<tr><td>Setup repair after global routing missed its margin</td><td>no</td></tr>
<tr><td>Min cycle time layout</td><td>1.87 ns</td></tr>
<tr><td>Max Slew Vio Count</td><td>0</td></tr>
<tr><td>Worst setup skew after layout</td><td>0.000661 ns</td></tr>
<tr><td>Final sum of negative setup slack</td><td>0 ns</td></tr>
<tr><td>Fin crit share</td><td>~89%</td></tr>
<tr><td>Highest clock rate</td><td>around 0.53 GHz</td></tr>
<tr><td>Final-report hold violation count</td><td>0</td></tr>
<tr><td>Final Setup Violations</td><td>0</td></tr>
<tr><th colspan="2">Floorplanning</th></tr>
<tr><td>Horizontal die dimension</td><td>about 80 um</td></tr>
<tr><td>Overall die area</td><td>roughly 6400 um^2</td></tr>
<tr><td>IO Pins</td><td>14</td></tr>
<tr><td>Core Density at Floorplan</td><td>18.1%</td></tr>
<tr><td>Die span in y</td><td>approximately 80 um</td></tr>
<tr><td>Number of cell rows</td><td>21</td></tr>
<tr><td>Core ar.</td><td>~3400 um^2</td></tr>
<tr><th colspan="2">Placement</th></tr>
<tr><td>Final weighted congestion in routability-driven placement</td><td>0.865</td></tr>
<tr><td>Dpl hpwl</td><td>about 960 um</td></tr>
<tr><td>Number of port buffers</td><td>10</td></tr>
<tr><th colspan="2">Drt</th></tr>
<tr><td>Drt first-iter violations</td><td>65</td></tr>
<tr><td>Number of diodes</td><td>0</td></tr>
<tr><td>Post-route DRC violation count</td><td>0</td></tr>
<tr><td>Average vias per placed instance</td><td>4.21</td></tr>
<tr><td>Antenna violation net count after detailed routing</td><td>0</td></tr>
<tr><td>Post-detailed-route wirelength per cell</td><td>around 11 um</td></tr>
<tr><td>Post-Route WL</td><td>approximately 1.4 mm</td></tr>
<tr><td>Via total after detailed routing</td><td>~540</td></tr>
<tr><td>DRT Pass-1 Iters</td><td>4</td></tr>
<tr><th colspan="2">Worst hold path</th></tr>
<tr><td>Class of the most critical hold timing path</td><td>in -&gt; async</td></tr>
</table>
## worst min-delay path by stage
stage                 slack [ns]  cells past startpoint  endpoint  startpoint
after CTS                   0.45                      2  count[0]         rst
after global routing        0.47                      2     ps[4]         rst
final                       0.44                      2  count[3]         rst
## sequential cells by signal, summed over array words and instances, names as in the netlist
signal and flops:
count 4, ps 6
## layer usage
metal	global-route usage, %	vias up	part of all wire (%)
li1	-	258	-
met1	5.30	254	46
met2	6.50	21	40
met3	3.07	2	12
met4	0.528	0	0.72
met5	0	-	0
## power groups by stage
stage / Sequential [mW] / Clock (mW) / Combinational [mW]
after CTS: 0.193 / 0.143 / 0.00649
after global routing: 0.192 / 0.159 / 0.00744
final: 0.193 / 0.138 / 0.00593
## cell type report
type                            instances  share of cell area, %
Tap cell                               46                   7.09
Clock buffer                            4                   3.24
Timing Repair Buffer                   18                   20.6
Multi-Input combinational cell         43                   34.8
Sequential cell                        10                   31.4
Inverter                                6                   2.77
## timing repair
item,in CTS,in global routing
setup buffers,3,5
resized,1,5
endpoints found under the setup margin,3,3
pin swaps,0,1
## Yosys cell counts, types with 2 or more instances
cell type	number	area, um^2
nor3_1	4	20.0
nor2b_1	3	18.8
inv_1	6	22.5
clkbuf_1	9	33.8
or4_1	2	15.0
ha_1	2	25.0
nor2_1	3	11.3
dfrtp_1	9	225
nand2_1	6	22.5
a22o_1	4	35.0
o21ai_0	3	15.0
buf_4	3	22.5
a211o_1	2	17.5
a21oi_1	2	10.0
## cell families (layout without fill, tap and decap cells)
kind of cell / after synthesis / in the layout / share of synthesized area [%]
buffers and inverters: 19 / 28 / 14.6
XOR/XNOR: 1 / 1 / 1.42
adder cells (fa/ha/maj): 2 / 2 / 4.06
AND/OR/NAND/NOR: 21 / 21 / 17.8
flip-flops: 10 / 10 / 40.8
other: 1 / 3 / 0.608
AND-OR/OR-AND: 16 / 16 / 20.7
## worst max-delay path: cells and delay by family, from the launching register on
kind | cells | cell delay, ns
flip-flops | 1 | 0.41
AND/OR/NAND/NOR | 1 | 0.50
buffers and inverters | 2 | 0.28
## metrics by stage
| step | instance area, um^2 | hold slack [ns] | std cells | setup slack, ns | total power [mW] |
|---|---|---|---|---|---|
| CTS | 764 | 0.448 | 122 | -0.00106 | 0.342 |
| floorplan | 624 | 0.259 | 72 | 0.422 | 0.203 |
| detailed placement | 714 | 0.562 | 115 | 0.255 | 0.203 |
| global route | 812 | 0.471 | 127 | 0.109 | 0.358 |
| global placement | 714 | 0.554 | 115 | 0.259 | 0.203 |
| finish | 812 | 0.440 | 127 | 0.225 | 0.337 |
Power is estimated from default activity; no workload was simulated.
